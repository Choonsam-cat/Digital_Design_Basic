[/design/flow/run.sh]
#!/bin/bash
# OpenROAD 26Q1-2900-gdf79404cd8, Yosys 0.63+post, stock flow scripts
make -C /OpenROAD-flow-scripts/flow DESIGN_CONFIG=/design/flow/config.mk WORK_HOME=/design/flow/orfs finish
[/design/flow/config.mk]
export PLATFORM = sky130hd
export DESIGN_NAME = pipeline
export DESIGN_NICKNAME = pipeline
export VERILOG_FILES = /design/flow/design.v
export SDC_FILE = /design/flow/constraint.sdc
export NUM_CORES = 4
export LEC_CHECK = 1
export CORE_UTILIZATION = 30
[/design/flow/constraint.sdc]
current_design pipeline

set clk_period 6.6
set clk_io_pct 0.2

create_clock -name clk0 -period $clk_period [get_ports {clk}]

set non_clock_inputs [all_inputs -no_clocks]
set_input_delay [expr $clk_period * $clk_io_pct] -clock clk0 $non_clock_inputs
set_output_delay [expr $clk_period * $clk_io_pct] -clock clk0 [all_outputs]
[/design/flow/design.v]
`timescale 1ns / 1ps
module pipeline(
	clk,
	rst_n,
	in1,
	in2,
	in3,
	out
);
input wire clk;
input wire rst_n;
input wire [9:0] in1;  
input wire [9:0] in2;
input wire [9:0] in3;
output reg [11:0] out;  
reg [10:0] temp_add1;
always @(posedge clk, negedge rst_n)
begin
	if (~rst_n) temp_add1 <= 11'b0;
	else temp_add1 <= {1'b0, in1} + {1'b0, in2};
end
reg [9:0] temp_in3;
always @(posedge clk, negedge rst_n)
begin
	if (~rst_n) temp_in3 <= 10'b0;
	else temp_in3 <= in3;  
end
always @(posedge clk, negedge rst_n)
begin
	if (~rst_n) out <= 12'b0;
	else out <= {1'b0, temp_add1} + {2'b0, temp_in3};
end
endmodule
==> commit_impl_results.txt <==
Refresh implementation metrics

* OpenROAD warning count: 25
- Of all cell types, the one taking the most synthesized area is dfrtp_1.
- Of the available clock period, the critical path in the final layout requires 0.4516.
- The layout summary lists the proportion of cells stronger than drive strength 1 as 0.07368.
* Cell total in the yosys stat output: around 140
* Met3 global-route usage: 0.01825
- Ant. Diodes: 0
- Maximum Capacitance Violations: 0
* Die footprint: between 5000 and 6000 sq um
- Of all flip-flops after synthesis, the portion carrying an async set or reset was 1.000.
- Across every metal layer, demand over resource in global routing totals 0.1044.
- Worst slew margin relative to its limit: 0.7454
- Setup violation total in the final timing report: 0
* Met2 Resource Use GR: 0.1811
* Type of origin of the critical path: input pin
- Iteration count of the initial detailed-routing pass: 4
- Global-route track usage on met1: 0.1401
- Min Tclk post-route: between 2 and 3 ns
- Synthesized flop and latch total: 33
- Summing over every cut layer, the via total after detailed routing is between 1k and 1.5k.
- Total detailed-routing wirelength: 2.651 mm
- The timing report gives the clock slew at the launch and capture registers of the worst setup and hold paths as ~0.060 ns.
- Sequential cell area fraction in the yosys report: 0.4996
- Once detailed placement completed, the half-perimeter wirelength came to 2.173 mm.
- Data arrives at the worst endpoint at roughly 3.2 ns.
- Post-route DRC: 0
* Top-Level Pins: 44
- The synthesized netlist has a Yosys-reported chip area of about 1700 sq um.
- After detailed routing, the average wire length per cell comes to 10.20 microns.
* Most heavily used metal layer in global routing: met2
- Clock Root Buffer: clkbuf_8
* Post-CTS Hold Buffers: 0
- The via count of the first global-routing pass came to approximately 1.2k.
* Top cell area share: 0.4996
- Largest cells by area after synthesis: dfrtp_1 (50%), ha_1 (15%), xnor2_1 (6.4%)
* Total chip power: ~0.66 mW
* Rows: 26
- Looking at the clock tree report, the maximum root-to-sink buffer count equals 2.
- The flow reports an fmax of around 340 MHz.
- The first global-routing pass estimated between 4 and 5 mm of wire.
- The warning tally printed by Yosys for this design is 1.
- Summed over all cells, the static leakage comes to ~1.0 nW.
* Worst Tran Pin Value: 0.3819 ns
* Insertion delay at the late pin of the worst-skew pair: approximately 0.28 ns
- Vert. Die Dim: approximately 76 microns
- By instance count, the leading cell after synthesis is dfrtp_1.
* Final global-route overflow total: 0
- Per the TritonCTS log, the buffer count is 5.
- Routability congestion estimate: around 0.87
- Entering global routing, the biggest net connects 34 pins.
* Syn Area/Cell: 11.98 sq um
* Critical path endpoint category: flop
- After synthesis, the netlist uses 29 different library cells.
- For reference, the most critical setup path is categorized as input pin to flop.
- The synthesized netlist handed to floorplanning was reported with a cell count of roughly 140.
* Cell Area, Synth: between 1500 and 2000 sq um
* Count of instances resized after the clock tree is built: 0
* Number of buffers added on ports: about 43
* Number of antenna-violating nets in the routed design: 0
* Number of H-tree levels: 2
* Iter 0 DRT Violations: 56
* Final Hold Violation Tally: 0
- Summed negative setup slack over all endpoints: 0 ns
- The initial antenna violation count was 0.
- Top cells by instance count after synthesis: dfrtp_1 (33), ha_1 (20), a21oi_1 (13)
* Average vias per placed instance: 4.446
* FP Core Util: 0.3175
* Post-synth tally of flip-flops with integrated enable: 0
* Worst supply voltage drop on vdd: 84.65 uV
* Status: finished clean
- Data required time of the worst path: between 6 and 7 ns
- The total area inside the core boundary comes to 5205 sq um.
- Per the synth stats, the flop cell with the highest instance count is dfrtp_1.
* Unrepaired setup endpoints after global routing: no
- In the final run the clock tree shows a worst skew of 0.002493 ns.
- According to the hold report, the worst path is of the flop to flop type.
- The critical path maximum fanout is 3.
* Clock tree from TritonCTS: done
* Synth-to-layout area growth: 38.83%
- Die width: roughly 76 microns
- Clock sink count: 33
- Setup repair bufs after CTS: 0
- Max-slew check failures listed in the final report amount to 0.
- Per the summary, power density relative to cell area is ~290 nW/um^2.
## layout by cell type (no fill, tap or decap), types with 3 or more instances in the layout
cell,netlist,layout
clkdlybuf4s50_1,0,43
dfrtp_1,33,33
ha_1,20,20
a21oi_1,13,13
xnor2_1,12,12
nand2_1,7,7
a21o_1,6,6
clkbuf_8,0,6
inv_1,5,5
nor2_1,5,5
o21ai_0,4,4
nor2b_1,4,4
xor2_1,4,4
o21a_1,3,3
## logic make-up (layout without fill, tap and decap cells)
logic type	count (synthesis)	in the layout	share of synthesized area
AND/OR/NAND/NOR	23	23	0.06814
XOR/XNOR	16	16	0.08478
flip-flops	33	33	0.4996
buffers and inverters	5	57	0.01136
AND-OR/OR-AND	39	39	0.1605
adder cells (fa/ha/maj)	22	22	0.1756
## path summary, 6_finish.rpt
kind	startpoint	endpoint	slack (ns)	cells past startpoint
min	temp_in3[0]	out[0]	0.47	1
max in group asynchronous	rst_n	out[10]	4.89	2
min in group asynchronous	rst_n	temp_in3[2]	1.43	2
max	in2[0]	temp_add1[8]	3.62	9
min reg2reg	temp_in3[0]	out[0]	0.47	1
max reg2reg	temp_add1[0]	out[10]	4.52	7
## critical path, cell delays in order
cell and delay, ns:
clkdlybuf4s50_1 0.46, ha_1 0.20, inv_1 0.07, fa_1 0.40, nor2b_1 0.12, o21a_1 0.15
a311oi_2 0.14, a21oi_1 0.18, xor2_1 0.15
## power by group
group | leakage [nW] | total [mW] | internal, mW | switching [mW]
Clock | 0.0585 | 0.188 | 0.123 | 0.0648
Sequential | 0.386 | 0.261 | 0.248 | 0.0133
Combinational | 0.577 | 0.206 | 0.130 | 0.0765
Total | 1.02 | 0.655 | 0.500 | 0.155
## through the flow
step | cell area (sq um) | utilization | cells | hold WS, ns | worst slack [ns]
global route | 2295 | 0.4409 | 260 | 0.4959 | 3.485
finish | 2295 | 0.4409 | 260 | 0.4711 | 3.620
global placement | 2178 | 0.4185 | 252 | 0.4473 | 3.361
detailed placement | 2178 | 0.4185 | 252 | 0.4594 | 3.325
CTS | 2295 | 0.4409 | 260 | 0.4737 | 3.611
floorplan | 1653 | - | 138 | 0.4430 | 3.891
## metal layers
metal,routed length (microns),up-vias
li1,-,593
met1,1136,528
met2,1320,29
met3,127,6
met4,66,0
met5,0,-
## state kept, by name (all words and copies together), names as in the netlist
signal,cells
temp_in3,10
out,12
temp_add1,11
## cell type report
class | count | area [sq um]
tap | 70 | 87.58
sequential | 33 | 825.8
clock buffer | 7 | 86.33
clock inverter | 1 | 30.03
fill | 480 | 2910
inverter | 5 | 18.77
multi-input combinational | 100 | 808.3
timing repair buffer | 44 | 437.9
No activity file was given, so power comes from the tool's default toggle rates.
