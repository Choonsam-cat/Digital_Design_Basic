==> /design/flow/design.v <==
`timescale 1ns / 1ps
module Adder(
	rst_n	,
	clk	,
	in1	,
	in2	,
	out	,
);
input wire rst_n	;
input wire clk		;
input wire [9:0] in1	;
input wire [9:0] in2	;
output reg [10:0] out	;
always @(posedge clk, negedge rst_n)
begin
	if(~rst_n) out <= 11'b0;
	else out <= {1'b0, in1} + {1'b0, in2};
end
endmodule
==> /design/flow/run.sh <==
#!/bin/bash
# OpenROAD 26Q1-2900-gdf79404cd8, Yosys 0.63+post, stock flow scripts
make -C /OpenROAD-flow-scripts/flow DESIGN_CONFIG=/design/flow/config.mk WORK_HOME=/design/flow/orfs finish
==> /design/flow/config.mk <==
export PLATFORM = sky130hd
export DESIGN_NAME = Adder
export DESIGN_NICKNAME = Adder
export VERILOG_FILES = /design/flow/design.v
export SDC_FILE = /design/flow/constraint.sdc
export NUM_CORES = 4
export LEC_CHECK = 1
export CORE_AREA = 10 10 84 84
export DIE_AREA = 0 0 94 94
==> /design/flow/constraint.sdc <==
current_design Adder

set clk_period 1.0
set clk_io_pct 0.2

create_clock -name clk0 -period $clk_period [get_ports {clk}]

set non_clock_inputs [all_inputs -no_clocks]
set_input_delay [expr $clk_period * $clk_io_pct] -clock clk0 $non_clock_inputs
set_output_delay [expr $clk_period * $clk_io_pct] -clock clk0 [all_outputs]
==> flow_metrics.py <==
# Synthesis and PnR figures
metrics = {
    "yosys": {
        "synth_cell_types": 23,
        "edf_count": 0,
        "synth_area_per_cell_um2": 10.8,
        "ys.flops": 11,
        "top_cell_area_share_pct": 39.1,
        "synthCells": 65,
        "async_reset_ff_share_pct": 100,
        "synthFlopType": "dfrtp_1",
        "topCellsByArea": "dfrtp_1 (39%), ha_1 (18%), xnor2_1 (7.5%), a21oi_1 (4.3%), a21o_1 (3.2%)",
        "ys_seq_share_pct": 39.1,
        "synth_area_um2": 703,
        "top_area_cell": "dfrtp_1",
        "ys_chip_area_um2": 703,
        "top_cells_by_count": "dfrtp_1 (11), ha_1 (10), a21oi_1 (6), xnor2_1 (6), inv_1 (4)",
        "ys_warn_count": 1,
        "top_cell": "dfrtp_1",
        "yosysCellCount": 65,
    },
    "placement": {
        "dp_slack_ns": -0.998,
        "place_congestion": 0.823,
        "post_dp_cell_area_um2": 1320,
        "port_buffers": 32,
        "place_inst": 184,
        "dp_hpwl_um": 1740,
    },
    "run_status": {
        "outcome": "complete, but fails checks",
        "violations": "negative setup slack",
    },
    "timing": {
        "setup_viol": 7,
        "maxSlewViolCount": 0,
        "hold_viol_final": 0,
        "grt_setup_unrepaired": "true",
        "final.period_utilization_pct": 137,
        "fin_ws_ns": -0.375,
        "timing.fmax_ghz": 0.728,
        "period_minus_slack_ns": 1.37,
        "worst_pin_slew_ns": 0.265,
        "relSlewSlack_pct": 82.2,
    },
    "clocking": {
        "htreeDepth": 1,
        "clkTransAtPathRegs_ns": 0.05,
        "cts.sinks": 11,
        "cts_tree": "yes",
        "cts.path.max_buffers": 2,
        "root_buffer": "clkbuf_8",
        "hold_buffers": 0,
        "numCtsBuffers": 3,
    },
    "setup_path": {
        "arrival_ns": 1.52,
        "start_kind": "input pin",
        "crit_required_ns": 1.15,
        "end_kind": "register",
        "critPathKind": "input pin to register",
        "critPathMaxFanout": 2,
    },
    "run": {
        "maxCapViolCount": 0,
        "tool_warnings": 28,
    },
    "route": {
        "ant_nets": 0,
        "num_vias": 638,
        "via_per_inst": 3.32,
        "drt_iter0_markers": 13,
        "drt_wl_total_um": 1990,
        "drcViolationCount": 0,
        "wl_per_cell_um": 10.3,
        "firstDrtPassIters": 2,
    },
    "cells_and_area": {
        "drive_gt1_share_pct": 47.9,
        "final_util_pct": 27.5,
        "stdcell_area_um2": 1430,
        "fillers": 549,
        "seq_area_um2": 275,
        "area_growth_pct": 104,
        "largestRegisters": "out x11",
        "finalNonFillerCells": 192,
        "regMostFlops": "out",
        "logic_area_um2": 568,
        "largest_register_ff_count": 11,
    },
    "power": {
        "power_density_nw_per_um2": 1120,
        "p_sw_share_pct": 24.1,
        "ir_drop_v": 0.000498,
        "power_frac_clock_pct": 25.7,
        "seqPwrFrac_pct": 34.4,
        "intPower_uw": 1220,
        "pwr-share-comb_pct": 39.8,
        "leakagePower_uw": 0.000621,
        "power_uw": 1610,
        "p_sw_uw": 388,
    },
    "grt": {
        "grt_pass1_wl_um": 3130,
        "grt_max_degree": 12,
        "first_global_vias": 680,
        "grt_overflow_total": 0,
        "grt_antenna_before_repair": 1,
        "grtUsageTotal_pct": 4.31,
    },
    "die": {
        "fp.coreArea_um2": 5200,
        "die_h_um": 94,
        "dieWidth_um": 94,
        "fp_util_pct": 13.5,
        "die_area_um2": 8840,
        "pin_count": 33,
        "row_count": 26,
    },
    "min_path": {
        "hold_path_class": "input pin to register",
    },
}
[routing by layer]
layer,share of wire (%),up-vias,track usage (%),wire length (um)
met5,0,-,0,0
met4,0,0,0.253,0
met3,14,0,2.42,284
met2,34,26,5.82,685
met1,51,269,6.09,1020
li1,-,343,-,-
[cells in the final DEF, fill, tap and decap left out, drive strengths merged]
cell,count
a31o,1
xnor2,6
nor2b,1
nor3,1
dlygate4sd2,6
fa,1
dfrtp,11
o41ai,1
xor2,2
or2,1
a31oi,1
a211oi,1
nand2,2
and3,3
ha,10
buf,30
a21oi,6
and2,1
nor2,2
diode,1
clkdlybuf4s50,3
clkdlybuf4s15,12
nand2b,2
o21ai,3
clkbuf,5
inv,4
o21a,2
a21o,3
[worst max-delay path: stages]
cell	delay [ns]
buf_6	0.10
ha_4	0.15
inv_2	0.05
fa_2	0.18
nor2b_1	0.04
o21a_1	0.17
a31o_1	0.25
o41ai_2	0.23
xnor2_1	0.15
[worst paths after layout]
| path | from | endpoint | slack, ns | cells after the start |
|---|---|---|---|---|
| worst max-delay path | in1[0] | out[8] | -0.37 | 9 |
| worst min-delay path | in2[0] | out[0] | 0.19 | 2 |
| max in group asynchronous | rst_n | out[5] | 0.59 | 2 |
| min in group asynchronous | rst_n | out[7] | 0.27 | 2 |
[area by class of cell]
class / instances / share of cell area (%)
Timing Repair Buffer: 52 / 30.7
Clock buffer: 4 / 3.14
Tap cell: 70 / 6.11
Inverter: 4 / 1.05
Multi-Input combinational cell: 50 / 39.6
Antenna cell: 1 / 0.175
Sequential cell: 11 / 19.2
[power groups by stage]
stage	Clock, uW	Sequential [uW]	Combinational (uW)
global route	455	561	713
CTS	433	554	648
finish	413	554	640
[through the flow]
step | setup TNS [ns] | hold WS (ns)
final | -1.85 | 0.186
after global routing | -2.28 | 0.173
after CTS | -1.90 | 0.181
after detailed placement | -8.09 | 0.511
after global placement | -8.07 | 0.513
after floorplan | -2.10 | -0.0956
[cell families after synthesis]
family / Yosys count / synth area share, %
compound gates: 18 / 18.0
xor+xnor: 8 / 9.96
fa+ha+maj: 11 / 20.6
buf+inv: 4 / 2.13
flops: 11 / 39.1
simple gates: 13 / 10.1
[what timing repair did]
action / in CTS / in global routing
pin swaps: 17 / 9
setup endpoints to repair: 21 / 8
resized: 89 / 3
gates cloned: 0 / 0
setup buffers: 2 / 1
Power figures rest on the tool's default switching activity, not on a simulated workload.
