--- design/flow/run.sh ---
#!/bin/bash
# OpenROAD 26Q1-2900-gdf79404cd8, Yosys 0.63+post, stock flow scripts
make -C /OpenROAD-flow-scripts/flow DESIGN_CONFIG=/design/flow/config.mk WORK_HOME=/design/flow/orfs finish
--- design/flow/config.mk ---
export PLATFORM = sky130hd
export DESIGN_NAME = adder
export DESIGN_NICKNAME = adder
export VERILOG_FILES = /design/flow/design.v
export SDC_FILE = /design/flow/constraint.sdc
export NUM_CORES = 4
export LEC_CHECK = 1
export CORE_UTILIZATION = 30
--- design/flow/constraint.sdc ---
current_design adder

set clk_period 7.8
set clk_io_pct 0.2

create_clock -name clk0 -period $clk_period [get_ports {clk}]

set non_clock_inputs [all_inputs -no_clocks]
set_input_delay [expr $clk_period * $clk_io_pct] -clock clk0 $non_clock_inputs
set_output_delay [expr $clk_period * $clk_io_pct] -clock clk0 [all_outputs]
--- design/flow/design.v ---
`timescale 1ns / 1ps
module adder (
clk,
rst_n,
in1,
in2,
in3,
in4,
out );
input wire clk;
input wire rst_n;
input wire [13:0] in1;
input wire [13:0] in2;
input wire [13:0] in3;
input wire [13:0] in4;
output reg [15:0] out;
reg [14:0] temp_add1;
always @(posedge clk, negedge rst_n)
begin
	if(~rst_n) temp_add1 <= 14'b0;
	else temp_add1 <= {1'b0, in1} + {1'b0, in2};
end
reg [13:0] temp_in3;
always @(posedge clk, negedge rst_n)
begin
	if(~rst_n) temp_in3 <= 14'b0;
	else temp_in3 <= in3;
end
reg [14:0] temp_add2;
always @(posedge clk, negedge rst_n)
begin
	if(~rst_n) temp_add2 <= 14'b0;
	else temp_add2 <= {1'b0, temp_add1} + {1'b0, in3};
end
reg [13:0] temp_in4;
always @(posedge clk, negedge rst_n)
begin
	if(~rst_n) temp_in4 <= 14'b0;
	else temp_in4 <= in4;
end
always @(posedge clk, negedge rst_n)
begin
	if(~rst_n) out <= 16'b0;
	else out <= {1'b0, temp_add2} + {1'b0, temp_in4};
end
endmodule
==> notes.md <==
Here are the numbers from the latest Yosys + OpenROAD run.

The worst supply voltage drop on vdd is ~0.15 mV. The capturing point of the worst reg2reg path is out[10]. The count of warning messages emitted by the tools came out at 25. The highest signal layer in the routed design is met4. The timing report gives the worst reg2reg path a setup slack of approximately 5300 ps. The post-synth tally of flip-flops with integrated enable came out at 0.

The main flop type is dfrtp_1. The final worst hold slack came out at around 460 ps. The footprint of the multi-input gates is 1970 sq um. In the final layout, flip-flops and latches occupy around 1500 sq um. Per the post-route antenna check, the number of violating nets is 0. The path with the worst hold slack has its endpoint at out[0]. The total global routing overflow is 0. The clock net sink count is roughly 60.

The number of buffers added by the clock tree synthesis step is 9. The static leakage power came out at slightly above 2 nW. Looking at the gate-level netlist, the highest instance count belongs to dfrtp_1.

The area growth from synthesis to layout is 35.4%. The setup TNS came out at 0 ps. The run finished with clean final reports.

Warnings reported by Yosys during synthesis add up to 1. The total count of max-transition violations in the final report came out at 0. The number of standard cells in the final layout excluding fillers is approximately 550. The kind of end point of the critical path is a register. At the end of routability-driven placement, the weighted congestion stood at roughly 0.9.

The minimum period implied by the final worst setup slack is about 3600 ps. The synthesis report lists the most area-consuming cells as dfrtp_1 43%, ha_1 15%, xor2_1 5.0%, a21oi_1 3.7%, a21o_1 3.2%. Static timing analysis puts the maximum clock frequency at ~280 MHz. The final tally of setup violations is 0. The number of top-level pins is 74.

The number of iterations in the first detailed-routing pass came out at 4. For this design, Yosys synthesis ends with a cell count of 317. The largest fanout on the critical path is 5. The maximum number of pins on one net before global-route repair is a little over 60. The fraction of the yosys area taken by sequential cells is 0.429. The via count of the first global-routing pass came out at ~2600. Per the skew report, the later register of the worst-skew pair sees a clock latency of about 320 ps. The quantity of gates resized following cts came out at 0. The script parses the final routing iteration and logs DRC violations as 0. The final timing summary puts the cycle share of the worst path at 0.459. The first-pass GRT wire length is roughly 11000 um.

Per the OpenROAD floorplan log, the width of the die is approximately 110 um. The number of violations of the max-capacitance limit came out at 0. The final number of hold-violating endpoints is 0.

The chip area estimate from yosys synthesis came out at about 3500 sq um. The tightest min-delay check is of the register to register type. Per the synthesis report, the dominant area consumer among library cells is dfrtp_1.

The startpoint of the worst setup timing path is in3[0]. The origin of the worst min-delay path is temp_in4[0]. The flip-flop and latch count after synthesis is roughly 60. The slew at the pin with the worst max-slew slack came out at 713 ps. The average cell area after synthesis came out at ~11 sq um. The family with the most delay on the worst path is AND-OR/OR-AND gates. The met2 routed wirelength came out at a little over 3000 um. Among all stages on the critical path, the maximum delay recorded is approximately 400 ps. The total global-route track usage came out at 0.119. The HPWL after detailed placement is about 5100 um. Setup repair after global routing left no endpoint under its margin. The number of DRC markers after the initial detailed-route iteration came out at 109. The CTS tree is done. The core outline area came out at between 10000 and 15000 sq um.

The via density per instance came out at ~4.8. The tree is rooted in a clkbuf_16. In the floorplan report the effective utilization is 0.308. The area enclosed by the die boundary is between 10000 and 15000 sq um. The power density over cell area is between 300 and 400 nW/um^2. The met1 wire length came out at approximately 3100 um. The hold path depth is 1. The critical path is of the input pin to register type.

Looking at the reg2reg group, the worst path starts from temp_add2[0]. The critical path goes through clkdlybuf4s50_1 > ha_1 > fa_1 > a21o_1 > a221oi_4 > a22oi_2 > and4b_1 > a311o_1. The clock-pin slew on the worst setup and hold paths came out at roughly 50 ps. The total number of placement rows came out at 39. The worst setup skew after layout is 4.19 ps. The amount of wire on met3 after detailed routing came out at 281 um. The vias after detailed routing is 2621. The summed area of non-filler cells in the final layout is 4740 sq um. The count of buffering cells on the critical path with inverters included came out at 1. Per the synthesis report, the number of distinct cell types is 55. The wire length recorded after detailed routing is between 6000 and 7000 um. The total cell area at the placement stage came out at approximately 4400 sq um. The total inserted antenna cells is 0. Counting cells, the worst reg-to-reg path comes to 7. The initial antenna violation count came out at 0.

The data arrival time of the critical path came out at between 3000 and 4000 ps. The total standard cell area after synthesis came out at between 3000 and 4000 sq um. The library cell contributing the largest single delay on the critical path is clkdlybuf4s50_1. The share of synthesized area in the top cell type comes to 0.429.

In this run the tightest slew margin relative to its limit is 0.525. The total of hold buffers inserted after clock tree synthesis came out at 0. The post-route core utilization came out at 0.417. The share of synthesized registers carrying an async set or reset came out at 1.00. The number of cells in the design after placement is 534. The worst setup path is launched from an input pin. The die height is around 110 um. The number of buffers added for setup after CTS is 0. In this run the number of H-tree levels came out at 3. The gate count after technology mapping came out at around 320.

Port buffering added 73 buffers. The routed design shows a wire length per standard cell of approximately 12 um. For the worst setup path, the data required time is about 8000 ps. The share of cells above drive strength 1 is 0.0737. Counting instances in the post-synthesis netlist gives the leading cell types as 60 x dfrtp_1, 42 x ha_1, 26 x a21oi_1. The longest clock path from root to sink contains 2 buffers. The number of fill cells came out at 1066.
where the power goes:
part	internal [mW]	switching, mW
clock network	0.287	0.132
registers	0.408	0.0284
logic	0.312	0.294
total	1.01	0.454
worst max path at each step:
stage              endpoint  cells past startpoint  slack, ps
CTS           temp_add2[12]                      8       4220
global route  temp_add2[12]                      8       4130
finish        temp_add2[12]                      8       4220
area by class of cell:
cell class,count,area share
Sequential cell,60,0.317
Inverter,7,0.00555
Tap cell,143,0.0378
Clock buffer,10,0.0504
Timing Repair Buffer,74,0.155
Clock inverter,6,0.0185
Multi-Input combinational cell,250,0.416
sequential cells by signal (all words and copies together), names as in the netlist:
| register | cells |
|---|---|
| temp_add2 | 15 |
| temp_add1 | 15 |
| temp_in4 | 14 |
| out | 16 |
worst reg2reg max path, stage by stage (launching register included):
cell and delay, ps:
dfrtp_1 360, ha_1 240, fa_1 450, a211oi_2 330, o21bai_2 140, a2111oi_4 430
nor3_1 100, o311a_1 310
kinds of logic (layout without fill, tap and decap cells):
logic type	after synthesis	count (layout)	share of synthesized area
compound gates	107	107	0.227
simple gates	68	68	0.0933
flops	60	60	0.429
fa+ha+maj	45	45	0.167
xor+xnor	29	29	0.0726
buf+inv	7	97	0.00751
mux	1	1	0.00322
layer usage:
layer / track usage / up-vias
li1: - / 1367
met1: 0.164 / 1179
met2: 0.200 / 61
met3: 0.0228 / 14
met4: 0.0229 / 0
met5: 0 / -
cells in the final DEF, fill, tap and decap left out, drive strengths merged, types with 2 or more instances in the layout:
master / synthesis / layout
nor4b: 2 / 2
inv: 7 / 7
buf: 0 / 2
a2111oi: 2 / 2
a211oi: 9 / 9
o21a: 3 / 3
and3: 3 / 3
ha: 42 / 42
nand4: 2 / 2
bufinv: 0 / 2
clkbuf: 0 / 10
nand3: 7 / 7
o31a: 3 / 3
o31ai: 2 / 2
nor2b: 2 / 2
a221o: 2 / 2
nor2: 23 / 23
a31oi: 5 / 5
fa: 3 / 3
clkinvlp: 0 / 3
a21o: 15 / 15
a21oi: 26 / 26
dfrtp: 60 / 60
clkdlybuf4s50: 0 / 72
o21ai: 14 / 14
a21boi: 2 / 2
a211o: 2 / 2
nand2b: 3 / 3
nor3: 4 / 4
xor2: 20 / 20
nand2: 15 / 15
xnor2: 9 / 9
o21bai: 4 / 4
o211ai: 3 / 3
or2: 4 / 4
a221oi: 2 / 2
o22ai: 3 / 3
stage by stage:
stage	power (mW)	worst slack [ps]
2_1_floorplan	0.850	4440
6_report	1.46	4220
5_1_grt	1.58	4130
4_1_cts	1.48	4220
3_5_place_dp	1.04	3880
3_3_place_gp	1.04	3900
Power figures rest on the tool's default switching activity, not on a simulated workload.
